**design/flow/config.mk**
```make
export PLATFORM = sky130hd
export DESIGN_NAME = fpga_top
export DESIGN_NICKNAME = fpga_top
export VERILOG_FILES = /design/flow/design.v
export SDC_FILE = /design/flow/constraint.sdc
export NUM_CORES = 4
export LEC_CHECK = 1
export CORE_UTILIZATION = 50
```
**design/flow/constraint.sdc**
```tcl
current_design fpga_top

set clk_period 4.3
set clk_io_pct 0.2

create_clock -name clk0 -period $clk_period [get_ports {clk}]

set non_clock_inputs [all_inputs -no_clocks]
set_input_delay [expr $clk_period * $clk_io_pct] -clock clk0 $non_clock_inputs
set_output_delay [expr $clk_period * $clk_io_pct] -clock clk0 [all_outputs]
```
**design/flow/design.v**
```verilog
module fpga_top (clk, rstn, addr, we, dx, dw, dt, out);
	localparam N = 8;
	localparam POP = 16;
	input clk;
	input we;
	input [N-1:0] dx;
	input [N-1:0] dw;
	input [POP-1:0] dt;
	input [2:0]addr;
	input rstn;
	output out; 
  reg [N-1:0] xi;
  reg [N-1:0] wi;
  reg [POP-1:0] ti;
  reg [N-1:0] xi_reg;
  reg [N-1:0] wi_reg;
  reg [POP-1:0] ti_reg;
	reg [N-1:0] input_activation [7:0];
	reg [N-1:0] weights [7:0];
	reg [POP-1:0] threshold [7:0];
	always @ (posedge clk) begin
		if (we) begin
			input_activation[addr] <= dx;
			weights[addr] <= dw;
			threshold[addr] <= dt;
		end else begin
			xi_reg <= input_activation[addr];
			wi_reg <= weights[addr];
			ti_reg <= threshold[addr];
		end
	end
  always @ (posedge clk) begin
    xi <= xi_reg;
    wi <= wi_reg;
    ti <= ti_reg;
  end
	xnor_popcount #(N) dut (clk, rstn, xi, wi, ti, out);
endmodule
module xnor_popcount (clk, rstn, xi, wi, ti, out);
	parameter N = 256;
	localparam POP = 16;
	input clk;
	input rstn;
  input [N-1:0] xi;
  input [N-1:0] wi;
  input [POP-1:0] ti;
	output out;
	reg [POP-1:0] sum;
  reg [$clog2(N):0] yi_reg;
  wire [$clog2(N):0] yi;
	always @ (posedge clk) begin
		if (rstn) begin
			sum <= 0;
			yi_reg <= 0;
		end
		else begin
			sum <= sum + yi_reg;
			yi_reg <= yi;
		end
	end
	xnor_popcount_generic #(N,$clog2(N)+1) xnor_pop (clk, xi, wi, yi);
	assign out = sum > ti? 1'b1 : 1'b0;
endmodule
module xnor_popcount_generic(clk, xi, wi, yi);
  parameter N = 128;
  parameter D = 8;
  input [N-1:0]xi; 
  input [N-1:0]wi; 
  input clk;
  output reg [D-1:0]yi; 
  wire [N-1:0] xnor_out;
  assign xnor_out = xi ~^ wi;
  integer i;
  always @(*) begin
    yi = 0;
    for (i=0; i<N; i=i+1) begin
      yi = yi + xnor_out[i];
    end  
  end
endmodule
module xnor_popcount_verilog (clk, xi, wi, yi);
  parameter N = 128;
  parameter D = 8;
	localparam P = (N/3)+1;
  input [N-1:0]xi; 
  input [N-1:0]wi; 
  input clk;
  output reg [D-1:0]yi; 
	wire [(P*2)-1:0] partial_sum;
	genvar g;
	generate
		if (N%3==0) begin
			for (g = 0; g < P-1; g = g + 1) begin: gen_xnor_pop_3
				xnor_popcount_3 xnorpop3 (xi[g*3+:3], wi[g*3+:3], partial_sum[g*2+:2]);
			end
		end
		else if (N%3==1) begin
			for (g = 0; g < P; g = g + 1) begin: gen_xnor_pop_3
        if (g == P-1) begin
					assign partial_sum[g*2+:1] = xi[61] ^ wi[61];
        end
        else begin
				  xnor_popcount_3 xnorpop3 (xi[g*3+:3], wi[g*3+:3], partial_sum[g*2+:2]);
        end
			end
		end
		else if (N%3==2) begin
			for (g = 0; g < P; g = g + 1) begin: gen_xnor_pop_3
        if (g == P-1) begin
			    xnor_popcount_3 xnorpop3 ({xi[g*3+:2], 1'b0}, {wi[g*3+:2], 1'b0}, partial_sum[g*2+:2]);
        end
        else begin
				  xnor_popcount_3 xnorpop3 (xi[g*3+:3], wi[g*3+:3], partial_sum[g*2+:2]);
        end
			end
		end
	endgenerate
	integer i;
	always @ (*) begin
		yi = 0;
		for (i = 0; i < P; i = i+1) begin
			yi = yi + partial_sum[i*2+:2];
		end
	end
endmodule
module xnor_popcount_3 (x, w, y);
	input [2:0] x;
	input [2:0] w;
	output reg [1:0] y;
	always @ (*) begin
			y = x[0]~^w[0] + x[1]~^w[1] + x[2]~^w[2];
	end
endmodule
module xnor_popcount_verilog_reg (clk, xi, wi, yi);
  parameter N = 128;
  parameter D = 8;
	localparam P = (N/3)+1;
  input [N-1:0]xi; 
  input [N-1:0]wi; 
  input clk;
  output reg [D-1:0]yi ; 
	wire [(P*2)-1:0] partial_sum;
	genvar g;
	generate
		if (N%3==0) begin
			for (g = 0; g < P-1; g = g + 1) begin: gen_xnor_pop_3
				xnor_popcount_3_reg xnorpop3 (clk, xi[g*3+:3], wi[g*3+:3], partial_sum[g*2+:2]);
			end
		end
		else if (N%3==1) begin
			for (g = 0; g < P; g = g + 1) begin: gen_xnor_pop_3
        if (g == P-1) begin
			    xnor_popcount_3_reg xnorpop3 (clk, {xi[g*3+:1], 2'b00}, {wi[g*3+:1], 2'b00}, partial_sum[g*2+:2]);
        end
        else begin
				  xnor_popcount_3_reg xnorpop3 (clk, xi[g*3+:3], wi[g*3+:3], partial_sum[g*2+:2]);
        end
			end
		end
		else if (N%3==2) begin
			for (g = 0; g < P; g = g + 1) begin: gen_xnor_pop_3
        if (g == P-1) begin
			    xnor_popcount_3_reg xnorpop3 (clk, {xi[g*3+:2], 1'b0}, {wi[g*3+:2], 1'b0}, partial_sum[g*2+:2]);
        end
        else begin
				  xnor_popcount_3_reg xnorpop3 (clk, xi[g*3+:3], wi[g*3+:3], partial_sum[g*2+:2]);
        end
			end
		end
	endgenerate
	integer i;
	always @ (*) begin
		yi = 0;
		for (i = 0; i < P; i = i+1) begin
			yi = yi + partial_sum[i*2+:2];
		end
	end
endmodule
module xnor_popcount_3_reg (clk, x, w, y);
	input [2:0] x;
	input [2:0] w;
  input clk;
	output reg [1:0] y;
	always @ (posedge clk) begin
			y <= x[0]~^w[0] + x[1]~^w[1] + x[2]~^w[2];
	end
endmodule
```
**design/flow/run.sh**
```bash
#!/bin/bash
# OpenROAD 26Q1-2900-gdf79404cd8, Yosys 0.63+post, stock flow scripts
make -C /OpenROAD-flow-scripts/flow DESIGN_CONFIG=/design/flow/config.mk WORK_HOME=/design/flow/orfs finish
```
==> impl_metrics.tcl <==
# place-and-route summary
set metrics [dict create \
    ys_cells 781 \
    cts_sinks 340 \
    power_density_nw_per_um2 497 \
    synthDistinctLibCells 47 \
    chipArea_sq_um 26500 \
    clock.latency.late_pin_ns 0.51 \
    finalHoldViolCount 0 \
    drt_iter0_drc 407 \
    grt_pass1_vias 7226 \
    grt_max_degree 67 \
    top_area_cell "edfxtp_1" \
    startpoint_type "flip-flop" \
    area_delta_synth_final_pct 14.6 \
    dieWidth_um 163 \
    clock-root-buffer "clkbuf_16" \
    top_regs "threshold: 128 flops, input_activation: 64 flops, weights: 64 flops" \
    slowest_stage "clkdlybuf4s50_1" \
    path_depth 7 \
    grt_antenna_before_repair 0 \
    ant_nets 0 \
    finalClockPeriodUsage 0.810 \
    critPathArrivalTime_ns 2.62 \
    top_cell "edfxtp_1" \
    worst_ir_drop_vdd_uv 339 \
    setup_violations 0 \
    hold_buffers 0 \
    core_sq_um 25300 \
    p_leak_nw 5.13 \
    track_usage 0.221 \
    crit_buf_inv 2 \
    syn_inst 781 \
    period_needed_ns 3.48 \
    holdCritPathClass "flip-flop to flip-flop" \
    vias 6790 \
    crit_chain "inv_1 > ha_1 > nand4_1 > a2111oi_0 > a211oi_1 > a21oi_1 > clkdlybuf4s50_1" \
    skew_ns 0.0103 \
    slew_violations 0 \
    edf_count 288 \
    ys_chip_area_sq_um 12900 \
    fmax_mhz 287 \
    tightest_slew_ns 1.05 \
    warnings 25 \
    rsz0062_at_grt "false" \
    avgSynthCellArea_sq_um 16.6 \
    dp_hpwl_mm 15.4 \
    status "finished, final reports clean" \
    drc 0 \
    worst_setup_path_end_kind "output pin" \
    cts_tree "built" \
    synth_top_flop_cell "edfxtp_1" \
    via_per_inst 5.73 \
    hold_depth 0 \
    final_area_sq_um 14800 \
    relSlewSlack 0.294 \
    fp_util 0.512 \
    ys.flops 340 \
    pre_cts_ws_ns 0.941 \
    hold_slack_ns 0.336 \
    cts_htree_levels 2 \
    post-cts-setup-buffers 0 \
    drive_above_1_share 0.137 \
    crit_fanout 3 \
    reg2regPathDepth 11 \
    routabilityCongestion 0.842 \
    die.size.y_um 163 \
    cts-buffers-inserted 34 \
    grt_first_pass_wirelength_mm 39.4 \
    largest_register "threshold" \
    path_class "flip-flop to output pin" \
    fin_util 0.587 \
    clkTransAtPathRegs_ns 0.06 \
    wl_per_cell_um 21.0 \
    yosys-top-cells-area "edfxtp_1 67%, dfxtp_1 8.0%, mux2_2 3.0%, ha_1 2.2%, mux2i_1 2.0%" \
    setup_tns_ns 0 \
    cts_resized 0 \
    routed_wirelength_mm 25.0 \
    critical_path.top_delay_family "AND-OR/OR-AND gates" \
    placed_area_sq_um 13700 \
    overflow 0 \
    slowest_delay_ns 0.48 \
    antenna_cells 0 \
    ys_seq_frac 0.749 \
    largest_register_ffs 128 \
    ys_async_sr_fraction 0 \
    max-clock-path-buffers 3 \
    cp.required_ns 3.44 \
    port_buffers 38 \
    ys_warn_count 3 \
    ys_top_cells_by_count "288 x edfxtp_1, 52 x dfxtp_1, 47 x nor2_1" \
    top_area_frac 0.668 \
    dr.pass1.iters 5 \
    worst_slack_ns 0.819 \
    syn_area_sq_um 12900 \
    startpoint "ti[14]$_DFF_P_" \
    cap_violations 0 \
    ioPinCount 39 \
    hp-start "xi_reg[2]$_DFFE_PN_" \
    num_rows 58 \
    r2r_start "wi[1]$_DFF_P_" \
]
placed cells by master (no fill, tap or decap), drive strengths merged, types with 11 or more instances in the layout:
cell and instances:
edfxtp 288, dfxtp 52, mux2 51, nor2 48, clkbuf 46, clkdlybuf4s50 35, inv 30, nand2 28
mux2i 26, a22oi 25, a221oi 23, ha 23, buf 23, a21oi 21, o221ai 14, xor2 13
o22ai 11
metal layers:
layer | vias up | GRT usage | wire length, um
met2 | 317 | 0.323 | 11700
met1 | 3287 | 0.313 | 9530
met5 | - | 0.00568 | 0
met3 | 45 | 0.127 | 3120
li1 | 3141 | - | -
met4 | 0 | 0.0467 | 613
metrics by stage:
step	total power (W)	instances
2_1_floorplan	0.00426	781
3_3_place_gp	0.00445	1128
3_5_place_dp	0.00447	1128
4_1_cts	0.00744	1186
5_1_grt	0.00766	1186
6_report	0.00737	1186
power breakdown:
| group | leakage [nW] | total, W | internal [W] | switching [W] |
|---|---|---|---|---|
| Combinational | 1.51 | 0.000588 | 0.000246 | 0.000342 |
| Sequential | 3.08 | 0.00381 | 0.00375 | 0.0000621 |
| Clock | 0.551 | 0.00297 | 0.00181 | 0.00116 |
path summary, 6_finish.rpt:
check / endpoint / slack, ns
worst max-delay path: out / 0.82
worst min register to register: xi[2]$_DFF_P_ / 0.34
worst max register to register: dut.yi_reg[2]$_SDFF_PP0_ / 1.25
worst min-delay path: xi[2]$_DFF_P_ / 0.34
kinds of logic (layout without fill, tap and decap cells):
family | after synthesis | in the layout | share of synthesized area
flops | 340 | 340 | 0.749
xor+xnor | 22 | 22 | 0.0149
buf+inv | 69 | 144 | 0.0244
simple gates | 112 | 112 | 0.0393
mux | 79 | 79 | 0.0680
compound gates | 131 | 131 | 0.0748
fa+ha+maj | 28 | 28 | 0.0300
cell type report:
cell class / instances / area (sq um)
Tap cell: 330 / 413
Fill cell: 1846 / 10400
Timing Repair Buffer: 58 / 520
Inverter: 28 / 105
Sequential cell: 340 / 9690
Multi-Input combinational cell: 372 / 2960
Clock buffer: 46 / 1000
Clock inverter: 12 / 138
Power and IR drop assume default switching activity.
