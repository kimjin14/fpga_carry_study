===== /design/flow/design.v =====
module xnor_popcount_arch2_256 (clk, xi, wi, yi);
	input clk;
  input [255:0]xi; 
  input [255:0]wi; 
  output reg [8:0]yi; 
	wire [15:0] cout;
	genvar g;
	generate
		for (g=0; g<2; g=g+1) begin: xnor_pop_128
			xnor_popcount_arch2_128 xnor_popcount (.clk(clk), .xi(xi[g*128+:128]), .wi(wi[g*128+:128]), .yi(cout[g*8+:8])); 
		end
	endgenerate
	always @ (posedge clk) begin
		yi <= cout[0+:8]+cout[8+:8];
	end
endmodule
module xnor_popcount_arch2_256_reg (clk, xi, wi, yi);
	input clk;
  input [255:0]xi; 
  input [255:0]wi; 
  output reg [8:0]yi; 
	wire [15:0] cout;
	genvar g;
	generate
		for (g=0; g<2; g=g+1) begin: xnor_pop_128
			xnor_popcount_arch2_128_reg xnor_popcount (.clk(clk), .xi(xi[g*128+:128]), .wi(wi[g*128+:128]), .yi(cout[g*8+:8])); 
		end
	endgenerate
	always @ (posedge clk) begin
		yi <= cout[0+:8]+cout[8+:8];
	end
endmodule
module xnor_popcount_arch2_128 (clk, xi, wi, yi);
	input clk;
  input [127:0]xi; 
  input [127:0]wi; 
  output [7:0]yi; 
	wire [31:0]int_sum;
	wire [7:0]int_sum2;
	wire [1:0]int_sum3;
	xnorpop128 xnorpop128 (xi, wi, yi[1:0], int_sum);
	add32 add32 (int_sum, yi[3:2], int_sum2);
	add8 add8 (int_sum2, yi[5:4], int_sum3);
	assign {yi[6], yi[7]} = int_sum3[0] + int_sum3[1];
endmodule
module xnor_popcount_arch2_128_reg (clk, xi, wi, yi);
	input clk;
  input [127:0]xi; 
  input [127:0]wi; 
  output [7:0]yi; 
	wire [31:0]int_sum;
	wire [7:0]int_sum2;
	wire [1:0]int_sum3;
	xnorpop128_reg xnorpop128 (clk, xi, wi, yi[1:0], int_sum);
	add32 add32 (int_sum, yi[3:2], int_sum2);
	add8 add8 (int_sum2, yi[5:4], int_sum3);
	assign {yi[6], yi[7]} = int_sum3[0] + int_sum3[1];
endmodule
module xnor_popcount_arch2_64 (clk, xi, wi, yi);
	input clk;
  input [63:0]xi; 
  input [63:0]wi; 
  output [6:0]yi; 
	wire [15:0]int_sum;
	wire [3:0]int_sum2;
	xnorpop64 xnorpop64 (xi, wi, yi[1:0], int_sum);
	add16 add16 (int_sum, yi[3:2], int_sum2);
	add4 add4 (int_sum2, yi[5:4], yi[6]);
endmodule
module xnorpop64 (xi, wi, cout, sum);
  input [63:0]xi; 
  input [63:0]wi; 
	output [1:0]cout;
	output [15:0]sum;
	wire [63:0]xnor_out;
	wire [31:0]sum_3;
	assign xnor_out = xi ~^ wi;
	assign {cout[0], sum_3} = xnor_out[0+:32] + xnor_out[32+:32];
	assign cout[1] = cout[0];
	assign sum = {
		sum_3[30], sum_3[28], sum_3[26], sum_3[24], sum_3[22], sum_3[20], sum_3[18], sum_3[16], 
		sum_3[14], sum_3[12], sum_3[10], sum_3[8], sum_3[6], sum_3[4], sum_3[2], sum_3[0]
	};
endmodule
module xnor_popcount_arch2_64_reg (clk, xi, wi, yi);
	input clk;
  input [63:0]xi; 
  input [63:0]wi; 
  output [6:0]yi; 
	wire [15:0]int_sum;
	wire [3:0]int_sum2;
	xnorpop64_reg xnorpop64 (clk, xi, wi, yi[1:0], int_sum);
	add16 add16 (int_sum, yi[3:2], int_sum2);
	add4 add4 (int_sum2, yi[5:4], yi[6]);
endmodule
module xnorpop64_reg (clk, xi, wi, cout, sum);
  input clk;
  input [63:0]xi; 
  input [63:0]wi; 
	output [1:0]cout;
	output [15:0]sum;
	wire [63:0]xnor_out;
	wire [31:0]sum_3;
	assign xnor_out = xi ~^ wi;
  reg s0, s1;
  reg [31:0]sum_reg;
  always @(posedge clk) begin
    {s0, sum_reg} <= xnor_out[0+:32] + xnor_out[32+:32];
  end
	assign sum_3 = sum_reg;
  assign cout[0] = s0;
  assign cout[1] = s0;
	assign sum = {
		sum_3[30], sum_3[28], sum_3[26], sum_3[24], sum_3[22], sum_3[20], sum_3[18], sum_3[16], 
		sum_3[14], sum_3[12], sum_3[10], sum_3[8], sum_3[6], sum_3[4], sum_3[2], sum_3[0]
	};
endmodule
module xnor_popcount_arch2_32 (clk, xi, wi, yi);
	input clk;
  input [31:0]xi; 
  input [31:0]wi; 
  output [5:0]yi; 
	wire [7:0]int_sum;
	wire [1:0]int_sum2;
	xnorpop32 xnorpop32 (xi, wi, yi[1:0], int_sum);
	add8 add8 (int_sum, yi[3:2], int_sum2);
	assign {yi[4], yi[5]} = int_sum2[0] + int_sum2[1];
endmodule
module xnorpop32 (xi, wi, cout, sum);
	input [31:0]xi;
	input [31:0]wi;
	output [1:0]cout;
	output [7:0]sum;
	wire [31:0]xnor_out;
	wire [15:0]sum_3;
	assign xnor_out = xi ~^ wi;
	assign {cout[0], sum_3} = xnor_out[0+:16] + xnor_out[16+:16];
	assign cout[1] = cout[0];
	assign sum = {
		sum_3[14], sum_3[12], sum_3[10], sum_3[8], sum_3[6], sum_3[4], sum_3[2], sum_3[0]
	};
endmodule
module xnor_popcount_arch2_32_reg (clk, xi, wi, yi);
	input clk;
  input [31:0]xi; 
  input [31:0]wi; 
  output [5:0]yi; 
	wire [7:0]int_sum;
	wire [1:0]int_sum2;
	xnorpop32_reg xnorpop32 (clk, xi, wi, yi[1:0], int_sum);
	add8 add8 (int_sum, yi[3:2], int_sum2);
	assign {yi[4], yi[5]} = int_sum2[0] + int_sum2[1];
endmodule
module xnorpop32_reg (clk,xi, wi, cout, sum);
  input clk;
	input [31:0]xi;
	input [31:0]wi;
	output [1:0]cout;
	output [7:0]sum;
	wire [31:0]xnor_out;
	wire [15:0]sum_3;
	assign xnor_out = xi ~^ wi;
  reg s0, s1;
  reg [15:0]sum_reg;
  always @ (posedge clk) begin
    {s0, sum_reg} <= xnor_out[0+:16] + xnor_out[16+:16];
  end
  assign sum_3 = sum_reg;
  assign cout[0] = s0;	
  assign cout[1] = s0;	
	assign sum = {
		sum_3[14], sum_3[12], sum_3[10], sum_3[8], sum_3[6], sum_3[4], sum_3[2], sum_3[0]
	};
endmodule
module add16 (x, cout, sum);
	input [15:0]x;
	output [1:0]cout;
	output [3:0]sum;
	wire [7:0]sum_3;
	assign {cout[0], sum_3} = x[0+:8] + x[8+:8];
	assign cout[1] = cout[0];
	assign sum = {
		sum_3[6], sum_3[4], sum_3[2], sum_3[0]
	};
endmodule
module add4 (x, cout, sum);
	input [3:0]x;
	output [1:0]cout;
	output [0:0]sum;
	wire [1:0]sum_3;
	assign {cout[0], sum_3} = x[0+:2] + x[2+:2];
	assign cout[1] = cout[0];
	assign sum = {
		sum_3[0]
	};
endmodule
module add32 (x, cout, sum);
	input [31:0]x;
	output [1:0]cout;
	output [7:0]sum;
	wire [15:0]sum_3;
	assign {cout[0], sum_3} = x[0+:16] + x[16+:16];
	assign cout[1] = cout[0];
	assign sum = {
		sum_3[14], sum_3[12], sum_3[10], sum_3[8], sum_3[6], sum_3[4], sum_3[2], sum_3[0]
	};
endmodule
module add32_32 (clk, x, cout, sum);
  input clk;
	input [31:0]x;
	output [1:0]cout;
	output [7:0]sum;
	wire [15:0]sum_3;
	assign {cout[0], sum_3} = x[0+:16] + x[16+:16];
	assign cout[1] = cout[0];
	assign sum = {
		sum_3[14], sum_3[12], sum_3[10], sum_3[8], sum_3[6], sum_3[4], sum_3[2], sum_3[0]
	};
endmodule
module add8 (x, cout, sum);
	input [7:0]x;
	output [1:0]cout;
	output [1:0]sum;
	wire [3:0]sum_3;
	assign {cout[0], sum_3} = x[0+:4] + x[4+:4];
	assign cout[1] = cout[0];
	assign sum = {
		sum_3[2], sum_3[0]
	};
endmodule
module xnorpop128 (xi, wi, cout, sum);
	input [127:0]xi;
	input [127:0]wi;
	output [1:0]cout;
	output [31:0]sum;
	wire [127:0]xnor_out;
	wire [63:0]sum_3;
	assign xnor_out = xi ~^ wi;
	assign {cout[0], sum_3} = xnor_out[0+:64] + xnor_out[64+:64];
	assign cout[1] = cout[0];
	assign sum = {
		sum_3[62], sum_3[60], sum_3[58], sum_3[56], sum_3[54], sum_3[52], sum_3[50], sum_3[48], 
		sum_3[46], sum_3[44], sum_3[42], sum_3[40], sum_3[38], sum_3[36], sum_3[34], sum_3[32], 
		sum_3[30], sum_3[28], sum_3[26], sum_3[24], sum_3[22], sum_3[20], sum_3[18], sum_3[16], 
		sum_3[14], sum_3[12], sum_3[10], sum_3[8], sum_3[6], sum_3[4], sum_3[2], sum_3[0]
	};
endmodule
module xnorpop128_reg (clk, xi, wi, cout, sum);
  input clk;
	input [127:0]xi;
	input [127:0]wi;
	output [1:0]cout;
	output [31:0]sum;
	wire [127:0]xnor_out;
	wire [63:0]sum_3;
  reg s0; 
  reg [63:0]sum_reg;
	assign xnor_out = xi ~^ wi;
  always @ (posedge clk) begin
    {s0,sum_reg} <= xnor_out[0+:64] + xnor_out[64+:64];
  end
	assign cout[0] = s0;
  assign cout[1] = s0;
  assign sum_3 = sum_reg;
	assign sum = {
		sum_3[62], sum_3[60], sum_3[58], sum_3[56], sum_3[54], sum_3[52], sum_3[50], sum_3[48], 
		sum_3[46], sum_3[44], sum_3[42], sum_3[40], sum_3[38], sum_3[36], sum_3[34], sum_3[32], 
		sum_3[30], sum_3[28], sum_3[26], sum_3[24], sum_3[22], sum_3[20], sum_3[18], sum_3[16], 
		sum_3[14], sum_3[12], sum_3[10], sum_3[8], sum_3[6], sum_3[4], sum_3[2], sum_3[0]
	};
endmodule

===== /design/flow/run.sh =====
#!/bin/bash
# OpenROAD 26Q1-2900-gdf79404cd8, Yosys 0.63+post, stock flow scripts
make -C /OpenROAD-flow-scripts/flow DESIGN_CONFIG=/design/flow/config.mk WORK_HOME=/design/flow/orfs finish

===== /design/flow/config.mk =====
export PLATFORM = sky130hd
export DESIGN_NAME = xnor_popcount_arch2_256_reg
export DESIGN_NICKNAME = xnor_popcount_arch2_256_reg
export VERILOG_FILES = /design/flow/design.v
export SDC_FILE = /design/flow/constraint.sdc
export NUM_CORES = 4
export LEC_CHECK = 1
export CORE_AREA = 10 10 287 287
export DIE_AREA = 0 0 297 297

===== /design/flow/constraint.sdc =====
current_design xnor_popcount_arch2_256_reg

set clk_period 11.8
set clk_io_pct 0.2

create_clock -name clk0 -period $clk_period [get_ports {clk}]

set non_clock_inputs [all_inputs -no_clocks]
set_input_delay [expr $clk_period * $clk_io_pct] -clock clk0 $non_clock_inputs
set_output_delay [expr $clk_period * $clk_io_pct] -clock clk0 [all_outputs]

==> impl_metrics.ini <==
; generated from flow reports
[routing]
drtIter0Drc = 370
drt-wirelength-per-cell_um = 15.8
dr.pass1.iters = 5
via_per_inst = 3.57
drt_wl_total_um = 42200
antenna_left = 0
drc = 0
num_vias = 9515

[clock_network]
cts_tree = done
cts_num_sinks = 75
path_clk_slew_ns = 0.06
worstSkewPairLatency_ns = 0.36
ctsHoldBuffers = 0
h-tree-depth = 3
cts_buffer_depth = 2
cts_resized = 0
cts_root_buf = clkbuf_16
numCtsBuffers = 9
cts_setup_buffers = 0

[power]
peakVddDrop_mv = 0.260
powerDensity_mw_per_mm2 = 172
p_leak_nw = 6.02
p_total_mw = 2.80

[yosys]
ys_seq_share_pct = 15.8
synth_cell_types = 59
flop_cell = dfxtp_1
yosys_area_mm2 = 0.00949
synth-edff-count = 0
ys_cells = 1095
ys.warnings.count = 2
syn_area_mm2 = 0.00949
synth.avg_cell_area_um2 = 8.66
syn_inst = 1095
ys.flops = 75
async_reset_ff_share_pct = 0

[global_route]
grt_pass1_wl_um = 61900
first_global_vias = 10226
grt_antenna_before_repair = 4
track_usage_pct = 9.30
grt_max_degree = 14
grt_remaining_overflow = 0

[setup_path]
crit_family = AND-OR/OR-AND gates
critPathMaxFanout = 5
crit_top_cell = o21ai_0
worstPathArrival_ns = 5.81
critPathKind = in -> reg
path_cells = clkdlybuf4s50_1, xnor2_1, ha_1, a211oi_1, o21ai_0, a22oi_1, nor3_1, o21ai_0, a21oi_1, a211oi_1, o41a_1, o21ai_0
crit_buf_inv = 1
critPathSlowestCell = a22oi_1
end_kind = flip-flop
slowest_delay_ns = 0.46
startpoint_type = input port
rr_startpoint = xnor_pop_128[1].xnor_popcount.xnorpop128.sum_reg[2]
cp-startpoint = wi[65]
critPathRequiredTime_ns = 12.03

[final_layout]
largest_register_ffs = 64
postLayoutCellArea_mm2 = 0.0163
layout-drive-gt1-share_pct = 1.90
syn_to_final_growth_pct = 71.9
fillCellCount = 8380

[sta]
max_freq_mhz = 179
period_minus_slack_ns = 5.58
grt_setup_unrepaired = false
hold_viol = 0
whs_ns = 0.591
finalSetupTns_ns = 0
period_used_pct = 47.3
setup_ws_ns = 6.22
tightest_slew_ns = 0.773
finalSetupViolCount = 0
final_max_slew_viol_count = 0
clock_skew_ns = 0.00375
slew_headroom_pct = 47.9

[floorplanning]
fp.dieW_um = 297
core_mm2 = 0.0759
die-area_mm2 = 0.0882
fp-utilization_pct = 12.5
die_h_um = 297
ios = 522
num_rows = 101

[job]
cap_viol_max_count = 0
tool_warnings = 27

[placement]
dp_hpwl_um = 39600
gp_congestion = 0.910
pre_cts_ws_ns = 5.72
placed_area_mm2 = 0.0160
port_buffers = 521

[run_status]
status = completed

[hold_path]
hp-start = xnor_pop_128[1].xnor_popcount.xnorpop128.s0
min_path_type = reg -> reg
[per-stage QoR]
| stage | utilization [%] | instances |
|---|---|---|
| 6_report | 21.5 | 2666 |
| 5_1_grt | 21.5 | 2664 |
| 4_1_cts | 21.5 | 2664 |
| 3_5_place_dp | 21.1 | 2648 |
| 3_3_place_gp | 21.1 | 2648 |
| 2_1_floorplan | - | 1095 |
[synthesized netlist by cell type (all sizes together) (2+ instances only)]
| cell | instances | area, um2 |
|---|---|---|
| and3 | 3 | 18.8 |
| ha | 177 | 2210 |
| o31a | 2 | 17.5 |
| nand4 | 26 | 163 |
| and2 | 2 | 12.5 |
| dfxtp | 75 | 1500 |
| nand3 | 9 | 45.0 |
| or4 | 2 | 18.8 |
| o211ai | 2 | 15.0 |
| o41ai | 7 | 76.3 |
| a31oi | 5 | 31.3 |
| nor2b | 11 | 68.8 |
| o221ai | 3 | 26.3 |
| nand2 | 69 | 259 |
| a2111oi | 3 | 45.1 |
| xor2 | 27 | 236 |
| a21boi | 3 | 22.5 |
| nor2 | 65 | 246 |
| nor3 | 16 | 80.1 |
| a41oi | 2 | 17.5 |
| or3 | 6 | 37.5 |
| a21oi | 99 | 495 |
| nand3b | 4 | 30.0 |
| nand2b | 13 | 81.3 |
| o21bai | 9 | 67.6 |
| a21o | 22 | 165 |
| or2 | 2 | 12.5 |
| a211o | 2 | 17.5 |
| o31ai | 4 | 30.0 |
| inv | 14 | 52.6 |
| a211oi | 7 | 62.6 |
| xnor2 | 308 | 2700 |
| o22ai | 3 | 25.0 |
| o21a | 16 | 120 |
| o21ai | 61 | 313 |
[layer usage]
layer	vias up	track usage [%]	wire length, um
met5	-	0	0
met4	0	0.756	420
met3	16	2.54	2930
met2	319	15.5	19900
met1	4192	12.3	18900
li1	4988	-	-
[layout by cell type (no fill, tap or decap), drive strengths merged, types with 3 or more instances in the layout]
master,synthesis,routed
nand2,69,69
o41ai,7,7
nand4,26,26
a2111oi,3,3
clkinv,0,3
a211oi,7,7
nand3,9,9
ha,177,177
o21bai,9,9
a21o,22,22
nand3b,4,4
nor3,16,16
a21boi,3,3
clkbuf,0,10
xnor2,308,308
o22ai,3,3
or3,6,6
o21a,16,16
xor2,27,27
o221ai,3,3
inv,14,15
a21oi,99,99
clkdlybuf4s50,0,521
o21ai,61,61
nor2,65,65
nor2b,11,11
o31ai,4,4
a31oi,5,5
dfxtp,75,75
and3,3,3
nand2b,13,13
[kinds of logic after synthesis]
group / count (synthesis) / share of synthesized area [%]
multiplexers: 1 / 0.106
buffers and inverters: 14 / 0.554
flip-flops: 75 / 15.8
AND-OR/OR-AND: 260 / 17.4
AND/OR/NAND/NOR: 232 / 11.7
adder cells (fa/ha/maj): 178 / 23.6
XOR/XNOR: 335 / 30.9
[power by group]
group / internal, mW / switching (mW)
Sequential: 0.402 / 0.0632
Clock: 0.164 / 0.116
Combinational: 1.03 / 1.02
Total: 1.60 / 1.20
[path summary, 6_finish.rpt]
check | to | slack [ns] | depth (start not counted)
worst min-delay path | yi[0] | 0.59 | 2
worst min register to register | yi[0] | 0.59 | 2
worst max register to register | yi[8] | 8.00 | 17
worst max-delay path | xnor_pop_128[0].xnor_popcount.xnorpop128.s0 | 6.22 | 12
[tightest hold or removal path, stage by stage (launching register included)]
cell	delay, ns
dfxtp_1	0.37
inv_1	0.08
ha_1	0.11
[layout make-up]
cell class                      count  area, um2  area share (%)
Tap cell                         1030       1290            7.90
Antenna cell                        2       5.00          0.0307
Clock inverter                      6       65.1           0.399
Clock buffer                       10        229            1.40
Timing Repair Buffer              523       5230            32.1
Multi-Input combinational cell   1006       7930            48.6
Sequential cell                    75       1500            9.21
Inverter                           14       52.6           0.322
